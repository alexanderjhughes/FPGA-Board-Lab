## flow/config.mk

```make
export PLATFORM = sky130hd
export DESIGN_NAME = cpu_top
export DESIGN_NICKNAME = cpu_top
export VERILOG_FILES = /design/flow/design.v
export SDC_FILE = /design/flow/constraint.sdc
export NUM_CORES = 4
export LEC_CHECK = 1
export CORE_AREA = 10 10 103 103
export DIE_AREA = 0 0 113 113
```

## flow/constraint.sdc

```tcl
current_design cpu_top

set clk_period 4.2
set clk_io_pct 0.2

create_clock -name clk0 -period $clk_period [get_ports {CLOCK_50}]

set non_clock_inputs [all_inputs -no_clocks]
set_input_delay [expr $clk_period * $clk_io_pct] -clock clk0 $non_clock_inputs
set_output_delay [expr $clk_period * $clk_io_pct] -clock clk0 [all_outputs]
```

## flow/design.v

```verilog
module clock_pulse(
    input clk,
    input btn,
    output pulse
);
wire pulse_debounced;
wire one_shot_clock;
debounce debounce_inst0(
    .clk(clk),
    .btn(btn),
    .btn_debounced(pulse_debounced)
);
one_shot_clock one_shot_clock_inst0(
    .clk(clk),
    .btn(pulse_debounced),
    .pulse(one_shot_clock)
);
assign pulse = one_shot_clock;
endmodule
module cpu_top(
    CLOCK_50,
    LEDG,
    LEDR,
    KEY,
    SW,
    HEX0,
    HEX1,
    HEX2,
    HEX3,
    HEX4,
    HEX5,
    HEX6,
    HEX7
);
input CLOCK_50;
output [8:0] LEDG;
output [17:0] LEDR;
input [3:0] KEY;
input [17:0] SW;
output [6:0] HEX0;
output [6:0] HEX1;
output [6:0] HEX2;
output [6:0] HEX3;
output [6:0] HEX4;
output [6:0] HEX5;
output [6:0] HEX6;
output [6:0] HEX7;
wire clk = CLOCK_50;
wire one_shot_clock;
wire latch = ~KEY[0];
wire reset = ~KEY[1];
wire enable = ~KEY[2];
wire pulse = ~KEY[3];
wire a_enable = 1'b0;  
wire b_enable = 1'b0;  
wire o_enable = 1'b0;  
reg latch_a_reg = 0;
reg latch_b_reg = 0;
reg latch_o_reg = 0;
reg latch_alu = 0;
wire [7:0] i_bus;
wire [7:0] w_bus;
wire [7:0] alu_bus;
reg [7:0] i_drive_r;
reg [7:0] w_drive_r;
reg [7:0] alu_drive_a;
reg [7:0] alu_drive_b;
reg [7:0] alu_drive_o;
wire [7:0] instruction_reg;
wire [7:0] a_reg;
wire [7:0] b_reg;
wire [7:0] out_reg;
wire [7:0] a = SW[7:0];
wire [7:0] b = SW[15:8];
wire [1:0] program_selection = SW[17:16];
reg [7:0] instruction;
reg [3:0] alu_instruction;
clock_pulse clock_pulse_inst0(
    .clk(clk),
    .btn(pulse),
    .pulse(one_shot_clock)
);
always @(posedge one_shot_clock) begin
    if (reset) begin
        latch_alu = 1'b0;
        w_drive_r = 8'bZZZZZZZZ;
        alu_instruction = 8'bZZZZ_ZZZZ;
    end
    if (latch) begin
        case (instruction[7:4])  
            4'b0000: begin  
                latch_alu = 1'b1;
                latch_a_reg = 1'b0;
                latch_b_reg = 1'b0;
                latch_o_reg = 1'b0;
                alu_instruction = 4'b0000;
            end
            4'b0001: begin  
                latch_alu = 1'b1;
                latch_a_reg = 1'b0;
                latch_b_reg = 1'b0;
                latch_o_reg = 1'b0;
                alu_instruction = 4'b0001;
            end
            4'b0010: begin  
                latch_alu = 1'b1;
                latch_a_reg = 1'b0;
                latch_b_reg = 1'b0;
                latch_o_reg = 1'b0;
                alu_instruction = 4'b0010;
            end
            4'b0011: begin  
                latch_alu = 1'b1;
                latch_a_reg = 1'b0;
                latch_b_reg = 1'b0;
                latch_o_reg = 1'b0;
                alu_instruction = 4'b0011;
            end
            4'b0100: begin  
                latch_alu = 1'b1;
                latch_a_reg = 1'b0;
                latch_b_reg = 1'b0;
                latch_o_reg = 1'b0;
                alu_instruction = 4'b0100;
            end
            4'b0101: begin  
                latch_alu = 1'b1;
                latch_a_reg = 1'b0;
                latch_b_reg = 1'b0;
                latch_o_reg = 1'b0;
                alu_instruction = 4'b0101;
            end
            4'b0110: begin  
                latch_alu = 1'b1;
                latch_a_reg = 1'b0;
                latch_b_reg = 1'b0;
                latch_o_reg = 1'b0;
                alu_instruction = 4'b0110;
            end
            4'b0111: begin  
                latch_alu = 1'b1;
                latch_a_reg = 1'b0;
                latch_b_reg = 1'b0;
                latch_o_reg = 1'b0;
                alu_instruction = 4'b0111;
            end
            4'b1000: begin  
                w_drive_r = alu_bus;
                latch_a_reg = instruction[3:2] == 2'b00 ? 1'b1 : 1'b0;
                latch_b_reg = instruction[3:2] == 2'b01 ? 1'b1 : 1'b0;
                latch_o_reg = 1'b0;
            end
            4'b1001: begin  
                w_drive_r = a;
                latch_a_reg = instruction[3:2] == 2'b00 ? 1'b1 : 1'b0;
                latch_b_reg = instruction[3:2] == 2'b01 ? 1'b1 : 1'b0;
                latch_o_reg = 1'b0;
            end
            4'b1010: begin  
                w_drive_r = b;
                latch_a_reg = 1'b0;
                latch_b_reg = 1'b1;
                latch_o_reg = 1'b0;
                alu_drive_a = instruction[3:2] == 2'b00 ? a_reg : b_reg;
                alu_drive_b = instruction[1:0] == 2'b00 ? a_reg : b_reg;
            end
            4'b1011: begin  
                w_drive_r = instruction[3:2] == 2'b00 ? a_reg : b_reg;
                latch_a_reg = 1'b0;
                latch_b_reg = 1'b0;
                latch_o_reg = 1'b1;
            end
            default: begin
                latch_alu = 1'b0;
                w_drive_r = 8'bZZZZ_ZZZZ;
                latch_a_reg = 1'b0;
                latch_b_reg = 1'b0;
                latch_o_reg = 1'b0;
                alu_instruction = 8'bZZZZ_ZZZZ;
            end
        endcase
    end
end
eight_bit_register intruction_register(
	.clk(one_shot_clock),
	.enable(enable),
    .latch(latch),
	.reset(reset),
	.DATA(i_bus),
	.REG_OUT(instruction_reg)
);
eight_bit_register a_register(
	.clk(one_shot_clock),
	.enable(a_enable),
    .latch(latch_a_reg),
	.reset(reset),
	.DATA(w_bus),
	.REG_OUT(a_reg)
);
eight_bit_register b_register(
	.clk(one_shot_clock),
	.enable(b_enable),
    .latch(latch_b_reg),
	.reset(reset),
	.DATA(w_bus),
	.REG_OUT(b_reg)
);
eight_bit_register out_register(
	.clk(one_shot_clock),
	.enable(o_enable),
    .latch(latch_o_reg),
	.reset(reset),
	.DATA(w_bus),
	.REG_OUT(out_reg)
);
seven_seg seven_seg_inst0(
    .in(instruction_reg[3:0]),
    .hex(HEX6)
);
seven_seg seven_seg_inst1(
    .in(instruction_reg[7:4]),
    .hex(HEX7)
);
seven_seg seven_seg_inst2(
    .in(w_bus[7:4]),
    .hex(HEX5)
);
seven_seg seven_seg_inst3(
    .in(w_bus[3:0]),
    .hex(HEX4)
);
seven_seg seven_seg_inst4(
    .in(alu_bus[7:4]),
    .hex(HEX3)
);
seven_seg seven_seg_inst5(
    .in(alu_bus[3:0]),
    .hex(HEX2)
);
seven_seg seven_seg_inst6(
    .in(out_reg[7:4]),
    .hex(HEX1)
);
seven_seg seven_seg_inst7(
    .in(out_reg[3:0]),
    .hex(HEX0)
);
program_counter program_counter_inst0(
    .address(i_drive_r),
    .enable(latch),
    .reset(reset),
    .clk(one_shot_clock)
);
eight_bit_rom rom(
    .prog(program_selection),
    .address(instruction_reg),
    .instruction(instruction)
);
eight_bit_alu alu(
    .A(a_reg),
    .B(b_reg),
    .latch(latch_alu),
    .ALU_Sel(alu_instruction),
    .ALU_Out(alu_bus),
    .CarryOut(LEDG[8])
);
assign LEDG[7:0] = instruction;
assign LEDR[17:16] = program_selection;
assign LEDR[15:8] = b_reg;
assign LEDR[7:0] = a_reg;
assign i_bus = (latch) ? i_drive_r : 8'bZZZZZZZZ;
assign w_bus = (latch) ? w_drive_r : 8'bZZZZZZZZ;
endmodule
module debounce(
    input clk,
    input btn,
    output btn_debounced
);
parameter DEBOUNCE_TIME = 500000;
reg [31:0] counter;
reg state;
always @(posedge clk ) begin
    if (btn !== state && counter < DEBOUNCE_TIME) begin
        counter <= counter + 1;
    end else if (counter == DEBOUNCE_TIME) begin
        state <= btn;
        counter <= 0;
    end else begin
        counter <= 0;
    end
end
assign btn_debounced = state;
endmodule
module eight_bit_alu(
		input [7:0] A,B,   
		input latch,               
		input [3:0] ALU_Sel, 
		output [7:0] ALU_Out,  
		output CarryOut  
);
reg [8:0] ALU_Result;
always @(*)
begin
	case(ALU_Sel)
		4'b0000: begin  
			ALU_Result = A + B;
		end
		4'b0001: begin  
			ALU_Result = A - B;
		end
		4'b0010: begin  
			ALU_Result = A * B;
		end
		4'b0011: begin  
			ALU_Result = A/B;
		end
		4'b0100: begin  
			ALU_Result = A<<1;
		end
		4'b0101: begin  
			ALU_Result = A>>1;
		end
		4'b0110: begin  
			ALU_Result = A * A;
		end
		4'b0111: begin  
			ALU_Result = B * B;
		end
		4'b1000: begin  
			ALU_Result = B<<1;
		end
		4'b1001: begin  
			ALU_Result = B>>1;
		end
		default: ALU_Result = 8'bZZZZ_ZZZZ; 
	endcase
end
assign ALU_Out = (latch) ? ALU_Result[7:0] : 8'bZZZZ_ZZZZ;  
assign CarryOut = (latch) ? ALU_Result[8] : 1'bZ;  
endmodule
module eight_bit_register(
    input clk,
	input enable,
	input latch,
	input wire reset,
    inout [7:0] DATA,
    output [7:0] REG_OUT
);
reg [7:0] r; 
always @(posedge clk) begin
	if (reset) begin
		r <= 0;
	end else begin
		if (latch) begin
			r <= DATA;
		end
	end
end
assign DATA = (enable) ? r : 8'bZZZZZZZZ;
assign REG_OUT = r;
endmodule
module eight_bit_rom(
    input [1:0] prog,
    input [7:0] address,
    output reg [7:0] instruction
);
reg[1:0] nullReg = 2'b00;
reg[1:0] reg1 = 2'b00;
reg[1:0] reg2 = 2'b01;
reg[3:0] add = 4'b0000;  
reg[3:0] sub = 4'b0001;  
reg[3:0] mul = 4'b0010;  
reg[3:0] div = 4'b0011;  
reg[3:0] shl = 4'b0100;  
reg[3:0] shr = 4'b0101;  
reg[3:0] sqa = 4'b0110;  
reg[3:0] sqb = 4'b0111;  
reg[3:0] push = 4'b1000;  
reg[3:0] lda = 4'b1001;  
reg[3:0] ldb = 4'b1010;  
reg[3:0] out = 4'b1011;  
reg[3:0] bshl = 4'b1100;  
reg[3:0] bshr = 4'b1101;  
always @(*) begin
	case (prog)
		2'b00: begin case (address)
			  8'b00000000: instruction = {lda, reg1, nullReg};      
			  8'b00000001: instruction = {ldb, reg2, nullReg};      
			  8'b00000010: instruction = {mul, reg1, reg2};         
			  8'b00000011: instruction = {push, reg1, nullReg};
			  8'b00000100: instruction = {shr, reg1, nullReg};
			  8'b00000101: instruction = {push, reg1, nullReg};
			  8'b00000111: instruction = {out, reg1, nullReg};
			  default:  instruction = 8'bZZZZZZZZ;
		endcase end
		2'b01: begin case (address)
			  8'b00000000: instruction = {lda, reg1, nullReg};
			  8'b00000001: instruction = {ldb, reg2, nullReg};
			  8'b00000010: instruction = {add, reg1, reg2};
			  8'b00000011: instruction = {push, reg1, nullReg};
			  8'b00000100: instruction = {shr, reg1, nullReg};
			  8'b00000101: instruction = {push, reg1, nullReg};
			  8'b00000110: instruction = {out, reg1, nullReg};
			  default:  instruction = 8'bZZZZZZZZ;
		endcase end
		2'b10:  begin case (address)
			  8'b00000000: instruction = {lda, reg1, nullReg};      
			  8'b00000001: instruction = {ldb, reg2, nullReg};      
			  8'b00000010: instruction = {sqa, reg1, nullReg};      
			  8'b00000011: instruction = {push, reg1, nullReg};
			  8'b00000100: instruction = {mul, reg1, reg2};
			  8'b00000101: instruction = {push, reg1, nullReg};
			  8'b00000111: instruction = {out, reg1, nullReg};
			  default:  instruction = 8'bZZZZZZZZ;
		endcase end
		2'b11: begin case (address)
			  8'b00000000: instruction = {lda, reg1, nullReg};
			  8'b00000001: instruction = {ldb, reg2, nullReg};
			  8'b00000010: instruction = {sqa, reg1, nullReg};
			  8'b00000011: instruction = {push, reg1, nullReg};
			  8'b00000100: instruction = {shr, reg1, nullReg};
			  8'b00000101: instruction = {push, reg1, nullReg};
			  8'b00000110: instruction = {sqb, reg2, nullReg};
			  8'b00000111: instruction = {push, reg2, nullReg};
			  8'b00001000: instruction = {bshr, reg2, nullReg};
			  8'b00001001: instruction = {push, reg2, nullReg};
			  8'b00001010: instruction = {sub, reg1, reg2};
			  8'b00001011: instruction = {push, reg1, nullReg};
			  8'b00001100: instruction = {out, reg1, nullReg};
			  default:  instruction = 8'bZZZZZZZZ;
		endcase end
	endcase
end
endmodule
module one_shot_clock(
    input clk,
    input btn,
    output reg pulse
);
reg q;
always @(posedge btn or posedge pulse) begin
    if (pulse) begin
        q <= 0;
    end else begin
        q <= 1;
    end
end
always @(posedge clk) begin
    pulse <= q;
end
endmodule
module program_counter(
	inout [7:0] address,   
	input enable,  
	input reset,
	input clk  
);
reg [7:0] a = 8'h0;
always @(posedge clk) begin
	if (reset) begin
		a <= 8'h0;
	end else if (enable) begin
		a <= address + 1;
	end
end
assign address = a;
endmodule
module seven_seg(
    input [3:0] in,
    output reg [6:0] hex
);
always @(*) begin
    case ( in )
        4'h0: hex = 7'b1000000;
        4'h1: hex = 7'b1111001;
        4'h2: hex = 7'b0100100;
        4'h3: hex = 7'b0110000;
        4'h4: hex = 7'b0011001;
        4'h5: hex = 7'b0010010;
        4'h6: hex = 7'b0000010;
        4'h7: hex = 7'b1111000;
        4'h8: hex = 7'b0000000;
        4'h9: hex = 7'b0010000;
        4'ha: hex = 7'b0001000;
        4'hb: hex = 7'b0000011;
        4'hc: hex = 7'b1000110;
        4'hd: hex = 7'b0100001;
        4'he: hex = 7'b0000110;
        4'hf: hex = 7'b0001110;
        default hex = 7'b1111111;
    endcase
end
endmodule
```

## flow/run.sh

```bash
#!/bin/bash
# OpenROAD 26Q1-2900-gdf79404cd8, Yosys 0.63+post, stock flow scripts
make -C /OpenROAD-flow-scripts/flow DESIGN_CONFIG=/design/flow/config.mk WORK_HOME=/design/flow/orfs finish
```

==> notes.md <==
flow finished, numbers: Clock Tree Buf Depth 2, Avg Cell Area, Syn 9.15 µm², GRT Util Overall 0.0510, Top cell area share 0.369, largest net degree at the start of global routing 20, vias post-DR 1,286, setup tns final 0 ns, status finished clean, count of final setup violators 0, # port buffers 25, CP required 4.41 ns, GRT overflow 0, clock latency (worst-skew pair) 0.28 ns, Post-CTS Setup Bufs 0, Layout Skew 0.00181 ns, largest area contributor in the netlist dfxtp_1, fp util 0.255, Slew HR 0.571, Finished Layout Cells 364, Post-Syn Area 2110 µm², top cells by area dfxtp_1, buf_4, xnor2_1, dpl hpwl 2770 µm, Fmax 484 MHz, Worst R2R Setup Slack 2.26 ns, Worst VDD drop 0.000138 V, drt wl/cell 9.62 µm, WP buf/inv 1, vias in the first global route 1,285, slew of the pin with the lowest slew margin 0.643 ns, HP Class reg -> reg, Initial DRC Count 24, yosys cell count 231, initial antenna violation count 0, Cell Chain, Critical Path clkdlybuf4s50_1 > xor2_1 > or3_1 > a21oi_1, slowest CP cell or3_1, register with the most flip-flops clock_pulse_inst0.debounce_inst0.counter, Horiz. Die Dim 113 µm, Die H 113 µm, largest fanout on the critical path 19, first-pass GRT wire length 5800 µm, yosys warns 38, critical path launch point type input port, Seq share, synth 0.410, Clk Tree Root Cell clkbuf_8, most frequent cells in the layout conb_1, dfxtp_1, clkdlybuf4s50_1, CTS-repair resized insts 0, Core Footprint 8300 µm², endpoints left unconstrained 30, tool warnings 43, slowest cell delay on critical path 0.60 ns, Leakage 0.906 nW, Distinct lib cells used 30, CP Capture Type flip-flop, maxcap violations 0, Largest register FFs 32, Slew Limit Fails 0, Hold WS 0.484 ns, Post-DRT Antenna Nets 0, # diodes 0, final hold viol count 0, most instantiated logic cell after routing conb_1, Avg Vias per Cell 3.53, Routed Wire Length 3500 µm, GPL Wtd Cong 0.780, Yosys reg bits 42, share of cells above drive strength 1 0.0502, CTS tree built, H-tree levels 2, Gate Count Post-Synth 231, YS chip area 2110 µm², Syn-to-layout area delta 10.2%, CP Data Arrival Time 2.28 ns, Post-Place Cells 356, fin crit share 0.492, pwr/cell area 295 nW/µm², chip area 12,800 µm², CP top delay family simple AND/OR/NAND/NOR gates, Final min period 2.07 ns, Clock Pin Slew Worst Setup and Hold Paths 0.07 ns, RSZ-0062 raised after global routing no, DRT Pass-1 Iters 4, WS Path Type in -> reg, Hold-fix buffers, CTS 0, Core Rows 33, DRC violation count after routing 0, IO Count 106, register pins left without a clock 8, filler cell count 878, Num CTS Buffers 5
## path summary, 6_finish.rpt
kind / startpoint / to / cells past startpoint
max: KEY[3] / clock_pulse_inst0.debounce_inst0.counter[15]$_SDFF_PN0_ / 4
min: clock_pulse_inst0.debounce_inst0.counter[0]$_SDFF_PN0_ / clock_pulse_inst0.debounce_inst0.counter[0]$_SDFF_PN0_ / 1
max reg2reg: clock_pulse_inst0.debounce_inst0.counter[0]$_SDFF_PN0_ / clock_pulse_inst0.debounce_inst0.counter[18]$_SDFF_PN0_ / 5
min reg2reg: clock_pulse_inst0.debounce_inst0.counter[0]$_SDFF_PN0_ / clock_pulse_inst0.debounce_inst0.counter[0]$_SDFF_PN0_ / 1
## worst register-to-register path, cell delays in order, from the launching register on
cell and delay (ns):
dfxtp_1 0.40, ha_1 0.22, nand3_2 0.18, or3_4 0.46
or4_1 0.47, a21oi_1 0.14
## per-layer routing
metal | GRT usage | vias to the layer above | wire length, µm
met4 | 0.00931 | 0 | 65
met2 | 0.0833 | 57 | 1510
met3 | 0.0171 | 8 | 287
met5 | 0 | - | 0
met1 | 0.0649 | 562 | 1640
li1 | - | 659 | -
## power by group
group	switching, mW	internal (mW)	leakage, nW
clock	0.116	0.229	0.0696
sequential	0.00158	0.331	0.350
combinational	0.00638	0.00328	0.487
## kinds of logic (layout without fill, tap and decap cells)
kind of cell,count (synthesis),in the layout,synth area share
AOI/OAI and AO/OA,12,12,0.0391
xor gates and xnor gates,14,14,0.0580
adders and majority gates,2,2,0.0118
buffers and inverters,90,46,0.294
DFF,42,42,0.410
other,2,74,0.00355
and+or+nand+nor,69,69,0.184
## final cells by class
| type | instances | area, µm² | share of cell area |
|---|---|---|---|
| clock buffer | 7 | 108 | 0.0462 |
| clock inverter | 1 | 30.0 | 0.0129 |
| inverter | 13 | 48.8 | 0.0209 |
| multi-input combinational | 171 | 896 | 0.385 |
| sequential | 42 | 866 | 0.372 |
| tap | 105 | 131 | 0.0564 |
| timing repair buffer | 25 | 250 | 0.107 |
## synth_stat cells
library cell	number
dfrtp_1	1
xnor2_1	12
nand2_1	8
dfxtp_1	39
or4_1	3
inv_1	13
o41a_1	1
nand4b_1	1
o31ai_1	5
nand3_1	3
nand4_1	4
edfxtp_1	2
nand3_2	2
and3_1	1
o21ai_0	1
a311oi_1	1
nor2_1	21
a21oi_1	4
xor2_1	2
buf_4	75
nor3_1	4
nand3_4	1
ha_1	2
and2_1	6
conb_1	2
and3b_1	1
buf_2	2
or3_1	3
or3_4	2
nor4_1	9
## through the flow
| stage | utilization | cell area [µm²] | total power [mW] | setup slack, ns |
|---|---|---|---|---|
| 3_5_place_dp | 0.264 | 2190 | 0.351 | 1.84 |
| 2_1_floorplan | - | 2380 | 0.382 | 2.42 |
| 5_1_grt | 0.281 | 2330 | 0.713 | 2.02 |
| 4_1_cts | 0.281 | 2330 | 0.696 | 2.13 |
| 3_3_place_gp | 0.264 | 2190 | 0.351 | 1.86 |
| 6_report | 0.281 | 2330 | 0.687 | 2.13 |
No activity file was given, so power comes from the tool's default toggle rates.
